==> /design/flow/design.v <==
`timescale 1ns / 1ps
module ROM (
input [2:0] addr,
output reg [7:0] dataOut);
always @(*) begin
	case (addr)
		3'b000: dataOut <= 0;
		3'b001: dataOut <= 85;
		3'b010: dataOut <= 170;
		3'b011: dataOut <= 51;
		3'b100: dataOut <= 204;
		3'b101: dataOut <= 15;
		3'b110: dataOut <= 240;
		3'b111: dataOut <= 255;
	endcase
end
endmodule
module Difference_RAM (
	input mode,
	input [2:0] addr,
	input [7:0] dataIn,
	input [7:0] mask,
	input CLK,
	output reg [7:0] dataOut);
	reg [7:0] mem [0:7];
	initial begin
		dataOut <= 0;
		mem[0] <= 0;
		mem[1] <= 0;
		mem[2] <= 0;
		mem[3] <= 0;
		mem[4] <= 0;
		mem[5] <= 0;
		mem[6] <= 0;
		mem[7] <= 0;
	end
	always @(posedge CLK) begin
		if (mode == 0) begin  
			mem[addr] <= (dataIn > mask) ? (dataIn - mask) : (mask - dataIn);	
		end
	end
	always @(*) begin
		if (mode) begin
			dataOut <= mem[addr];
		end
	end
endmodule
module EncodedMemory (
input mode,
input [2:0] index,
input [7:0] number,
input CLK,
output [7:0] result);
	wire [7:0] mask;
	ROM R(index, mask);
	Difference_RAM DR(mode, index, number, mask, CLK, result);
endmodule
==> /design/flow/run.sh <==
#!/bin/bash
# OpenROAD 26Q1-2900-gdf79404cd8, Yosys 0.63+post, stock flow scripts
make -C /OpenROAD-flow-scripts/flow DESIGN_CONFIG=/design/flow/config.mk WORK_HOME=/design/flow/orfs finish
==> /design/flow/config.mk <==
export PLATFORM = sky130hd
export DESIGN_NAME = EncodedMemory
export DESIGN_NICKNAME = EncodedMemory
export VERILOG_FILES = /design/flow/design.v
export SDC_FILE = /design/flow/constraint.sdc
export NUM_CORES = 4
export LEC_CHECK = 1
export CORE_UTILIZATION = 40
==> /design/flow/constraint.sdc <==
current_design EncodedMemory

set clk_period 7.8
set clk_io_pct 0.2

create_clock -name clk0 -period $clk_period [get_ports {CLK}]

set non_clock_inputs [all_inputs -no_clocks]
set_input_delay [expr $clk_period * $clk_io_pct] -clock clk0 $non_clock_inputs
set_output_delay [expr $clk_period * $clk_io_pct] -clock clk0 [all_outputs]
==> flow_summary_export.csv <==
group,metric,value,unit
clock_tree,cts_tree,"yes",
routing,vias,1867,
grt,grt_usage,17.4,%
setup_path,cp.required,7840,ps
synthesis,flop_cell,"edfxtp_1",
grt,met2_usage,25.6,%
final_timing,whs,2170,ps
synthesis,ys_cells,222,
min_path,worstHoldStart,"number[0]",
grt,busiest_layer,"met1",
finish,syn2layout_area_growth,15.7,%
synthesis,synth.distinct_cells,35,
final_timing,fin_crit_sh,65.1,%
final_timing,hold_violations,0,
clock_tree,cts_setup_buffers,0,
setup_path,startpoint,"index[0]",
final_timing,untimed_endpoints,16,
final_timing,worst_pin_slew,683,ps
floorplanning,rows,32,
final_timing,finalMaxSlewViolations,0,
routing,drtAntennaViolNets,0,
synthesis,avgSynthCellArea,15.0,µm²
final_timing,fmax,197,MHz
grt,grt_pass1_vias,1926,
synthesis,yosys_warnings,2,
place,port_buffers,20,
final_timing,slew_headroom,53.2,%
clock_tree,ctsResizeCount,0,
min_path,hold_class,"primary input to flop",
synthesis,edf_count,64,
clock_tree,cts_hold_buffers,0,
floorplanning,io_pins,21,
power,peakVddDrop,0.0802,mV
synthesis,synth_area,0.00334,mm²
final_timing,finalCriticalPeriod,5080,ps
power,p_leak,1.44,nW
place,dp_hpwl,4400,µm
place,place_ws,2360,ps
routing,drt_iter0_drc,56,
floorplanning,die_w,93.4,µm
setup_path,max_stage_delay,910,ps
clock_tree,cts_inserted_buffers,9,
setup_path,cp-start-kind,"primary input",
setup_path,endpoint_kind,"flop",
synthesis,yosysChipArea,0.00334,mm²
clock_tree,cts-root-buf,"clkbuf_8",
routing,drt_wl_total,6360,µm
routing,vias_per_cell,5.20,
floorplanning,chip_area,0.00872,mm²
finish,drive_above_1_share,19.5,%
power,power_density,216,mW/mm²
grt,overflow,0,
setup_path,critPathKind,"primary input to flop",
setup_path,crit_arrival,5130,ps
synthesis,top_cells_by_area,"edfxtp_1 58%, mux4_2 11%, ha_1 6.0%",
final_timing,setup-tns-final,0,ps
grt,met3_usage,6.70,%
setup_path,slowest_stage,"clkdlybuf4s50_1",
clock_tree,clk_pin_slew,70,ps
routing,wire_per_inst,17.7,µm
final_timing,rsz0062_at_grt,"false",
routing,drt_first_pass_iters,4,
grt,grt_pass1_wl,10400,µm
run,drv_cap,0,
grt,grt_start_max_net_pins,27,
final_timing,setup_ws,2720,ps
synthesis,synth-async-reset-ratio,0,%
grt,antenna_found_initial,0,
floorplanning,die_y,93.4,µm
grt,use_met1,27.4,%
synthesis,ys_seq_elements,72,
setup_path,crit_fanout,16,
synthesis,synth.top_cell.area_share,57.6,%
clock_tree,cts_htree_levels,3,
final_timing,setup_viol,0,
floorplanning,fp_util,42.3,%
place,place.gp.congestion,0.881,
synthesis,netlist_instances,222,
clock_tree,cts_buffer_depth,2,
routing,antennaDiodeCount,0,
synthesis,top_area_cell,"edfxtp_1",
run,log.warning_count,34,
floorplanning,coreArea,0.00789,mm²
routing,drc,0,
setup_path,path_cells,"clkdlybuf4s50_1 > buf_4 > inv_1 > nand2_1 > xnor2_1 > ha_1 > nand3b_1 > a21oi_1 > o22a_1 > mux2i_1 > xor2_1",
final_timing,unclocked_regs,8,
outcome,outcome,"finished clean",
-- logic make-up (layout without fill, tap and decap cells) --
| group | Yosys count | in the layout | synth area share, % |
|---|---|---|---|
| latches | 8 | 8 | 3.60 |
| buffers and inverters | 28 | 63 | 4.09 |
| XOR/XNOR | 8 | 8 | 2.10 |
| multiplexers | 26 | 26 | 13.9 |
| AND-OR/OR-AND | 27 | 27 | 5.62 |
| AND/OR/NAND/NOR | 43 | 43 | 5.92 |
| adder cells (fa/ha/maj) | 18 | 18 | 7.20 |
| flip-flops | 64 | 64 | 57.6 |
-- stage by stage --
stage               utilization [%]  instance area [µm²]  total power [mW]  instances
finish                         49.0                 3860             0.834        359
global route                   49.0                 3860             0.876        359
CTS                            49.0                 3860             0.844        359
detailed placement             46.7                 3680             0.582        343
global placement               46.7                 3680             0.582        343
floorplan                         -                 3340             0.539        222
-- final cells by class --
type / count / area (µm²)
Inverter: 15 / 56.3
Sequential cell: 72 / 2040
Timing Repair Buffer: 32 / 290
Fill cell: 674 / 4030
Clock buffer: 11 / 131
Tap cell: 102 / 128
Multi-Input combinational cell: 122 / 1170
Clock inverter: 5 / 47.5
-- layout by cell type, fill, tap and decap left out, types with 2 or more instances in the layout --
cell,count
mux2_2,3
fa_1,2
clkdlybuf4s50_1,20
nor3_1,4
mux2i_1,7
mux4_2,16
xor2_1,4
o21a_1,2
inv_1,14
a211oi_1,2
a21o_1,2
a21oi_1,7
nand4_1,3
edfxtp_1,64
buf_4,12
ha_1,16
xnor2_1,4
a31oi_1,4
clkbuf_8,9
clkinv_2,2
o21ai_0,2
dlxtp_1,8
nand2_1,25
nand3b_1,3
nand2b_1,2
clkbuf_1,2
nor2_1,3
clkinv_1,3
a21o_2,4
-- metal layers --
layer  wire [µm]  vias up
met2        3030       64
met3         485        9
li1            -      888
met1        2760      906
met4          92        0
met5           0        -
-- cell usage after synthesis, drive strengths merged (4+ instances only) --
cell type  instances
ha                16
dlxtp              8
nor3               4
mux2i              7
edfxtp            64
a21o               6
mux4              16
buf               11
a31oi              4
a21oi              8
xnor2              4
inv               14
nand2             25
xor2               4
-- worst paths after layout --
path	slack, ps	endpoint	cells after the start
min	2170	DR.mem[4][0]	3
max	2720	DR.mem[5][7]	11
-- power by group --
group | total [mW] | switching, mW | internal, mW
registers | 0.435 | 0.00392 | 0.431
logic | 0.139 | 0.0833 | 0.0562
clock network | 0.260 | 0.116 | 0.145
total | 0.834 | 0.203 | 0.632
-- flip-flops by register name, indices dropped and copies added (netlist names) --
register,flops
DR.mem,64
DR.dataOut,8
-- worst max-delay path: cells and delay by family --
kind / cells / cell delay [ps]
xor+xnor: 2 / 600
fa+ha+maj: 1 / 450
simple gates: 2 / 270
mux: 1 / 260
buf+inv: 3 / 1400
compound gates: 2 / 570
Power is estimated from default activity; no workload was simulated.
