**design/flow/run.sh**
```bash
#!/bin/bash
# OpenROAD 26Q1-2900-gdf79404cd8, Yosys 0.63+post, stock flow scripts
make -C /OpenROAD-flow-scripts/flow DESIGN_CONFIG=/design/flow/config.mk WORK_HOME=/design/flow/orfs finish
```
**design/flow/config.mk**
```make
export PLATFORM = sky130hd
export DESIGN_NAME = lab3_2
export DESIGN_NICKNAME = lab3_2
export VERILOG_FILES = /design/flow/design.v
export SDC_FILE = /design/flow/constraint.sdc
export NUM_CORES = 4
export LEC_CHECK = 1
export CORE_UTILIZATION = 40
```
**design/flow/constraint.sdc**
```tcl
current_design lab3_2

set clk_period 3.6
set clk_io_pct 0.2

create_clock -name clk0 -period $clk_period [get_ports {CLK}]

set non_clock_inputs [all_inputs -no_clocks]
set_input_delay [expr $clk_period * $clk_io_pct] -clock clk0 $non_clock_inputs
set_output_delay [expr $clk_period * $clk_io_pct] -clock clk0 [all_outputs]
```
**design/flow/design.v**
```verilog
`timescale 1ns / 1ps
module lab3_2(
			input[5:0] money,
			input CLK,
			input vm,  
			input [2:0] productID,  
			input sugar,  
			output reg [5:0] moneyLeft,
			output reg [4:0] itemLeft,
			output reg productUnavailable, 
			output reg insufficientFund ,  
			output reg notExactFund ,  
			output reg invalidProduct,  
			output reg sugarUnsuitable,  
			output reg productReady	 
	);
	reg [4:0] numOfSandwiches = 10;
	reg [4:0] numOfChocolate = 10;
	reg [4:0] numOfWaterVM1 = 5;
	reg [4:0] numOfWaterVM2 = 10;
	reg [4:0] numOfCoffee = 10;
	reg [4:0] numOfTea = 10;
	initial
	begin
		productUnavailable = 0;
		insufficientFund = 0;
		notExactFund = 0;
		invalidProduct = 0;
		sugarUnsuitable = 0;
		productReady = 0;
	end
	always @(posedge CLK)
	begin
		productUnavailable = 0;
		insufficientFund = 0;
		notExactFund = 0;
		invalidProduct = 0;
		sugarUnsuitable = 0;
		productReady = 0;
		moneyLeft = money;
		if(vm == 0) begin
			if(productID == 0 || productID == 1 || productID == 2) begin
				if(productID == 0) begin
					if(numOfSandwiches == 0) begin
						productUnavailable = 1;
					end
					else begin
						if(money == 20) begin
							productReady = 1;
							itemLeft = numOfSandwiches - 1;
							numOfSandwiches = numOfSandwiches - 1;
							moneyLeft = 0;
						end
						else begin
							notExactFund = 1;
						end
					end
				end
				else if(productID == 1) begin
					if(numOfChocolate == 0) begin
						productUnavailable = 1;
					end
					else begin
						if(money == 10) begin
							productReady = 1;
							itemLeft = numOfChocolate - 1;
							numOfChocolate = numOfChocolate - 1;
							moneyLeft = 0;
						end
						else begin
							notExactFund = 1;
						end
					end
				end
				else if(productID == 2) begin
					if(numOfWaterVM1 == 0) begin
						productUnavailable = 1;
					end
					else begin
						if(money == 5) begin
							productReady = 1;
							itemLeft = numOfWaterVM1 - 1;
							numOfWaterVM1 = numOfWaterVM1 - 1;
							moneyLeft = 0;
						end
						else begin
							notExactFund = 1;
						end
					end
				end
			end
			else begin
				invalidProduct = 1;
			end
		end
		else if(vm == 1) begin
			if(productID == 2 || productID == 3 || productID == 4) begin
				if(productID == 2) begin
					if(numOfWaterVM2 == 0) begin
						productUnavailable = 1;
					end
					else begin
							if(sugar == 1) 
								begin
								sugarUnsuitable = 1;
								end
							else 
								begin
								if(money < 5) begin
									insufficientFund = 1;
								end
								else begin
									productReady = 1;
									itemLeft = numOfWaterVM2 - 1;
									numOfWaterVM2 = numOfWaterVM2 - 1;
									moneyLeft = money - 5;
								end
							end
						end
					end
				if(productID == 3) begin
					if(numOfCoffee == 0) begin
						productUnavailable = 1;
					end
					else begin
						if(money < 12) begin
							insufficientFund = 1;
						end
						else begin
							productReady = 1;
							itemLeft = numOfCoffee - 1;
							numOfCoffee = numOfCoffee - 1;
							moneyLeft = money - 12;
						end
					end
				end
				if(productID == 4) begin
					if(numOfTea == 0) begin
						productUnavailable = 1;
					end
					else begin
						if(money < 8) begin
							insufficientFund = 1;
						end
						else begin
							productReady = 1;
							itemLeft = numOfTea - 1;
							numOfTea = numOfTea - 1;
							moneyLeft = money - 8;
						end
					end
				end
			end
			else begin
				invalidProduct = 1;
			end
		end
	end
endmodule
```
==> summary.txt <==
Pin count of the biggest net entering global routing -> 18
Final Cycle Share -> 79.2%
Worst relative slew slack -> 44.7%
GRT Residual Overflow -> 0
R2r startpoint -> numOfWaterVM1[0]
Slowest-stage cell, CP -> clkdlybuf4s50_1
Synth async-reset ratio -> 0%
Port buffer count -> 28
CTS tree -> yes
Cell Type Count -> 57
Unrepaired setup endpoints after global routing -> no
Std cell rows -> 30
Reg2reg path depth -> 7
Wirelength per Cell -> 16.2 um
Hold Path Class -> reg2reg
Peak VDD IR -> 0.190 mV
Routed WL -> 6830 um
Core Footprint -> 0.00698 mm2
CP max FO -> 7
Setup tns final -> 0 ns
Clock sinks -> 47
Critical Path End -> itemLeft[3]
Area share, top type -> 35.6%
Crit-path max cell delay -> 0.60 ns
Post-CTS setup buffers -> 0
Register Area -> 0.00129 mm2
Worst-margin pin slew -> 0.818 ns
Ys Warns -> 1
Syn avg cell area -> 10.2 um2
Gate Count Post-Synth -> 289
Die Span Y -> 88.0 um
Synth Seq Share -> 43.7%
First-pass GRT wire length -> 10800 um
CP endpoint kind -> register
Via Count -> 2307
Period minus WS final -> 2.85 ns
PwrDens -> 309 mW/mm2
CP arrival -> 2.79 ns
Cts repair resizes -> 0
DP Worst Slack -> 0.456 ns
Root Driver -> clkbuf_8
CP Class -> in2reg
Area of placed instances -> 0.00338 mm2
Remaining antenna violation count -> 0
Die area -> 0.00774 mm2
Fillcell total -> 643
CP top delay family -> simple AND/OR/NAND/NOR gates
Floorplan core density -> 42.3%
Count leader, synth -> edfxtp_1
DRC -> 0
Slew Viols, Final -> 0
Final Cell Area -> 0.00347 mm2
Yosys stat cell total -> 289
CP Launch Type -> primary input
Reg clk slew, reported paths -> 0.08 ns
Total power -> 0.00107 W
Main area contributors -> edfxtp_1 (36%), dfxtp_1 (8.1%), ha_1 (6.4%), xor2_1 (4.4%), mux2i_1 (3.7%)
Comb area -> 0.00149 mm2
Synth area leader -> edfxtp_1
Flops after synth -> 47
Vias/cell -> 5.47
Finish-stage setup viols -> 0
Layout cells sized above 1 -> 10.7%
Status -> complete, no violations
Worst path required time -> 3.54 ns
# IOs -> 29
Vias in the first global route -> 2147
OpenROAD warning count -> 31
Area Overhead vs Synth -> 17.5%
Critical Path Source -> money[2]
R2r setup slk -> 1.05 ns
Post-route clock skew -> 0.00804 ns
F_max -> 351 MHz
Hold Fails Final Rpt -> 0
Final WS setup -> 0.750 ns
Yosys chip area -> 0.00296 mm2
DR pass1 iterations -> 4
Cts hold-fix bufs -> 0
Worst Path Buf+Inv -> 1
Levels on crit path -> 6
CTS buffer count -> 5
Max-Cap Viols -> 0
Antenna cells -> 0
All-Layer GR Usage -> 19.3%
EDFF count, synth -> 35
Worst path cell trace -> clkdlybuf4s50_1, ha_1, or4bb_1, nor3b_1, o31ai_1, a21oi_1
Leak -> 1.37 nW
Ys flop type -> edfxtp_1
Worst-Skew Late Latency -> 0.30 ns
Initial antenna violation count -> 0
First DRT Iteration DRCs -> 150
Hold slack -> 0.599 ns
Top cells by count -> edfxtp_1 (35), inv_1 (26), nor2_1 (25)
H-tree level count -> 2
Longest Clk Path Bufs -> 2
FF-to-FF End -> moneyLeft[3]
Routability cong. -> 0.925
Syn Std Cell Area -> 0.00296 mm2
Die Wd -> 88.0 um
DP Wirelength -> 5300 um
Beginning of the worst hold path -> numOfWaterVM2[0]
## how the worst min path moves through the flow
stage / end / slack, ns / cells past startpoint
CTS: numOfWaterVM2[0] / 0.61 / 1
global route: numOfWaterVM2[0] / 0.62 / 1
finish: numOfWaterVM2[0] / 0.60 / 1
## cells in the final DEF (no fill, tap or decap), drive strengths merged, types with 7 or more instances in the layout
cell,instances
inv,26
nand2,24
dfxtp,12
edfxtp,35
xor2,15
nor3,14
clkbuf,7
nor2,25
buf,13
clkdlybuf4s50,28
mux2i,11
ha,15
a21oi,7
o21ai,14
## cell families (layout without fill, tap and decap cells)
| kind of cell | count (synthesis) | count (layout) | share of synthesized area [%] |
|---|---|---|---|
| AOI/OAI and AO/OA | 59 | 59 | 14.8 |
| buffers and inverters | 38 | 75 | 5.88 |
| adders and majority gates | 15 | 15 | 6.35 |
| xor gates and xnor gates | 16 | 16 | 4.74 |
| and+or+nand+nor | 101 | 101 | 20.1 |
| DFF | 47 | 47 | 43.7 |
| muxes | 13 | 13 | 4.49 |
## layout make-up
class | instances | share of cell area [%]
timing repair buffer | 41 | 10.9
clock inverter | 1 | 0.252
clock buffer | 7 | 2.49
sequential | 47 | 37.2
inverter | 26 | 2.81
multi-input combinational | 204 | 42.9
tap | 96 | 3.46
## layer usage
metal,wire length (um),up-vias,global-route usage [%]
li1,-,1123,-
met4,58,0,2.24
met3,463,4,4.29
met1,3320,1104,31.3
met2,2990,76,28.7
met5,0,-,0
## worst reg2reg max path, stage by stage, from the launching register on
cell and delay [ns]:
edfxtp_1 0.43, inv_1 0.10, ha_1 0.19, nor4b_1 0.68
nor3_1 0.21, nor3_2 0.38, a21oi_1 0.13, a311oi_1 0.32
## registers in the layout, indices dropped and copies added (netlist names), 5 cells and up
name,flops
numOfChocolate,5
numOfWaterVM2,5
numOfCoffee,5
numOfSandwiches,5
itemLeft,5
numOfWaterVM1,5
numOfTea,5
moneyLeft,6
## power breakdown
| part | internal, W | leakage [nW] | switching [W] |
|---|---|---|---|
| clock | 0.000158 | 0.0484 | 0.000175 |
| combinational | 0.0000715 | 0.906 | 0.0000755 |
| sequential | 0.000589 | 0.416 | 0.00000506 |
## stage by stage
step,util [%],std cells
after floorplan,-,289
after global placement,48.4,414
after detailed placement,48.4,414
after CTS,49.7,422
after global routing,49.7,422
final,49.7,422
Power and IR drop assume default switching activity.
