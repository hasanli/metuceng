==> flow/design.v <==
`timescale 1ns / 1ps
module SelectionOfAvatar(
	input [1:0] mode,
	input [5:0] userID,
	input [1:0] candidate,  
	input CLK,
	output reg [1:0] ballotBoxId,
	output reg [5:0] numberOfRegisteredVoters,
	output reg [5:0] numberOfVotesWinner,  
	output reg [1:0] WinnerId,
	output reg AlreadyRegistered,
	output reg AlreadyVoted,
	output reg NotRegistered,
	output reg VotingHasNotStarted,
	output reg RegistrationHasEnded
	);
	reg [7:0] counter;
	reg box [0:1][0:3][0:15];
	reg [5:0] winnerCount [0:3];
	initial begin
		counter = 0;
		AlreadyRegistered = 0;
		AlreadyVoted = 0;
		NotRegistered = 0;
		VotingHasNotStarted = 0;
		RegistrationHasEnded = 0;
		numberOfRegisteredVoters = 0;
		winnerCount[0] = 0;
		winnerCount[1] = 0;
		winnerCount[2] = 0;
		winnerCount[3] = 0;
		numberOfVotesWinner = 0;  
		WinnerId = 0;
	end
	always @(posedge CLK)
	begin
		AlreadyRegistered = 0;
		AlreadyVoted = 0;
		NotRegistered = 0;
		VotingHasNotStarted = 0;
		RegistrationHasEnded = 0;
		ballotBoxId = userID[5:4];
		counter = counter + 1;
		if (counter < 101) begin  
			if (mode == 0) begin
				if (box[0][ballotBoxId][userID[3:0]] == 1) begin
					AlreadyRegistered = 1;
				end
				else begin
					box[0][ballotBoxId][userID[3:0]] = 1;
					numberOfRegisteredVoters = numberOfRegisteredVoters + 1;
				end
			end
			else begin
				VotingHasNotStarted = 1;
			end
		end
		else if (counter > 100 && counter < 201) begin  
			if (mode == 1) begin
				if (box[0][ballotBoxId][userID[3:0]] == 1) begin
					if (box[1][ballotBoxId][userID[3:0]] == 1) begin
						AlreadyVoted = 1;
					end
					else begin
						winnerCount[candidate] = winnerCount[candidate] + 1;
						box[1][ballotBoxId][userID[3:0]] = 1;
					end
				end
				else begin
					NotRegistered = 1;
				end
			end
			else begin
				RegistrationHasEnded = 1;
			end
		end
		else begin  
			if(winnerCount[0] > winnerCount[1]
			&& winnerCount[0] > winnerCount[2]
			&& winnerCount[0] > winnerCount[3]) begin
				WinnerId <= 0;
				numberOfVotesWinner <= winnerCount[0];
			end
			else if(winnerCount[1] > winnerCount[0]
				  && winnerCount[1] > winnerCount[2]
				  && winnerCount[1] > winnerCount[3]) begin
				  WinnerId <= 1;
				  numberOfVotesWinner <= winnerCount[1];
			end
			else if(winnerCount[2] > winnerCount[0]
				  && winnerCount[2] > winnerCount[1]
			 	  && winnerCount[2] > winnerCount[3]) begin
				  WinnerId <= 2;
				  numberOfVotesWinner <= winnerCount[2];
			end
			else if(winnerCount[3] > winnerCount[0]
				  && winnerCount[3] > winnerCount[1]
				  && winnerCount[3] > winnerCount[2]) begin
				  WinnerId <= 3;
				  numberOfVotesWinner <= winnerCount[3];
			end
		end
	end
endmodule
==> flow/run.sh <==
#!/bin/bash
# OpenROAD 26Q1-2900-gdf79404cd8, Yosys 0.63+post, stock flow scripts
make -C /OpenROAD-flow-scripts/flow DESIGN_CONFIG=/design/flow/config.mk WORK_HOME=/design/flow/orfs finish
==> flow/config.mk <==
export PLATFORM = sky130hd
export DESIGN_NAME = SelectionOfAvatar
export DESIGN_NICKNAME = SelectionOfAvatar
export VERILOG_FILES = /design/flow/design.v
export SDC_FILE = /design/flow/constraint.sdc
export NUM_CORES = 4
export LEC_CHECK = 1
export CORE_AREA = 10 10 79 79
export DIE_AREA = 0 0 89 89
==> flow/constraint.sdc <==
current_design SelectionOfAvatar

set clk_period 3.1
set clk_io_pct 0.2

create_clock -name clk0 -period $clk_period [get_ports {CLK}]

set non_clock_inputs [all_inputs -no_clocks]
set_input_delay [expr $clk_period * $clk_io_pct] -clock clk0 $non_clock_inputs
set_output_delay [expr $clk_period * $clk_io_pct] -clock clk0 [all_outputs]
==> impl_metrics.json <==
{
  "die_y_um": 89,
  "wl_per_cell_um": 8.641,
  "crit_end": "RegistrationHasEnded",
  "powerDensity_nw_per_um2": 424.2,
  "vias": 494,
  "r2r-start": "counter[0]",
  "power.internal_uw": 305.3,
  "ys_types": 32,
  "cts_root_buffer": "clkbuf_8",
  "async_flop_share_pct": 0,
  "drtIter0Drc": 18,
  "p_seq_share_pct": 49.5,
  "holdCritPathClass": "flip-flop to flip-flop",
  "vdd_drop_max_mv": 0.1183,
  "yosys-top-cells-area": "dfxtp_1 38%, buf_4 16%, xnor2_1 6.0%",
  "place.gp.congestion": 0.7962,
  "logic_area_um2": 355.3,
  "grt_pass1_wl_mm": 1.814,
  "postRouteWirelength_mm": 1.227,
  "synthTopCellsByCount": "16 x buf_4, 14 x dfxtp_1, 5 x xnor2_1",
  "row_count": 25,
  "cts.path.max_buffers": 2,
  "drc": 0,
  "startpoint_type": "flip-flop",
  "seq_area_um2": 280.3,
  "top_level_ports": 32,
  "cts_tree": "done",
  "stdcell_area_um2": 873.3,
  "drv_cap": 0,
  "drv_slew": 0,
  "reg2reg_depth": 5,
  "dpl-instance-area_um2": 818.3,
  "clock_latency_ps": 240,
  "pwr-share-clk_pct": 46.9,
  "tns_ps": 0,
  "antenna_cells": 0,
  "ant_nets": 0,
  "numCtsBuffers": 3,
  "io_buffers": 10,
  "worstSetupEndpointType": "flip-flop",
  "grt_overflow": 0,
  "syn_avg_cell_area_um2": 9.473,
  "ys_cells": 77,
  "antenna_found_initial": 0,
  "clk_pin_slew_ps": 60,
  "switching_share_pct": 17.59,
  "yosysMostFrequentCell": "buf_4",
  "setup_violations": 0,
  "synth_cells": 77,
  "nFillCells": 522,
  "cts_setup_buffers": 0,
  "status": "finished clean",
  "synth_seq_share_pct": 38.42,
  "top_area_share_pct": 38.42,
  "ctsHoldBuffers": 0,
  "final_layout_size_suffix_gt1_share_pct": 13.64,
  "criticalPathCategory": "flip-flop to flip-flop",
  "die_area_um2": 7921,
  "rsz0062_at_grt": "no",
  "dp_cells": 138,
  "stdcell_count": 142,
  "worst_ep_required_time_ps": 3210,
  "fmax_mhz": 442.8,
  "grt_max_degree": 11,
  "synth_chip_area_um2": 729.4,
  "areaGrowthSynthToFinish_pct": 19.73,
  "ff_type": "dfxtp_1",
  "syn_area_um2": 729.5,
  "yosysTopAreaCell": "dfxtp_1",
  "finClkSkew_ps": 0.9031,
  "crit_path_start": "counter[0]",
  "warnings": 31,
  "yosysWarnings": 3,
  "h-tree-depth": 1,
  "period_used_pct": 72.86,
  "dr.pass1.iters": 2,
  "cts_resized": 0,
  "cp_max_fo": 10,
  "coreArea_um2": 4661,
  "grt_usage_pct": 2.871,
  "die_x_um": 89,
  "ys_ff": 14,
  "hold_viol": 0,
  "rrSetupSlack_ps": 840,
  "viasPerCell": 3.479,
  "combinationalPowerShare_pct": 3.6,
  "hpwlAfterDp_um": 997.7,
  "grt_pass1_vias": 426,
  "synth-edff-count": 0,
  "min_period_ps": 2259,
  "cp.arrival_ps": 2370,
  "clock-sinks": 14,
  "switchingPower_uw": 65.16,
  "reg2reg_to": "RegistrationHasEnded",
  "leakagePower_uw": 0.0003127,
  "fp_util_pct": 15.65,
  "hold_ws_ps": 450.5
}
-- cells in the final DEF (no fill, tap or decap) --
cell	n
conb_1	15
dfxtp_1	14
clkdlybuf4s50_1	10
xnor2_1	5
nand3_1	4
nand2_1	4
clkbuf_8	4
inv_1	3
nor2_1	3
and3_2	2
a21oi_1	2
a2111oi_0	2
and2_2	1
and4_1	1
xor2_1	1
inv_2	1
a21bo_1	1
or4_4	1
o211ai_1	1
nand4_1	1
a211oi_1	1
a31o_1	1
nor2b_1	1
a31oi_1	1
or2b_2	1
and4b_2	1
o311ai_0	1
nand4bb_1	1
o2bb2ai_1	1
nor3b_1	1
and2b_2	1
ha_1	1
-- power by group through the flow --
| stage | Sequential [uW] | Combinational (uW) | Clock (uW) |
|---|---|---|---|
| global route | 183 | 15.1 | 190 |
| CTS | 183 | 14.4 | 181 |
| finish | 183 | 13.3 | 174 |
-- cell type report --
type | instances | share of cell area [%]
inverters | 4 | 1.719
clock buffers | 4 | 6.304
repair buffers | 10 | 11.46
multi-input cells | 56 | 40.69
flip-flops and latches | 14 | 32.09
well taps | 54 | 7.736
-- stage by stage --
stage	setup WS [ps]	util (%)	power, uW
floorplan	1164	-	202.3
global placement	854.0	17.56	201.8
detailed placement	876.0	17.56	201.6
CTS	855.6	18.74	378.9
global route	772.6	18.74	388.8
finish	841.5	18.74	370.5
-- per-layer routing --
layer / track usage (%) / up-vias / routed length [um]
met4: 0.2890 / 0 / 0
li1: - / 258 / -
met3: 1.837 / 0 / 105
met2: 4.854 / 16 / 551
met1: 3.064 / 220 / 570
met5: 0 / - / 0
-- critical path, stage by stage (launching register included) --
cell	delay, ps
dfxtp_1	420
ha_1	390
a21bo_1	260
or4_4	420
a31o_1	230
a2111oi_0	420
-- kinds of logic (layout without fill, tap and decap cells) --
logic type      after synthesis  count (layout)  synth area share [%]
xor+xnor                      6               6                 7.204
other cells                   1              15                0.5141
compound gates               11              11                 11.67
buf+inv                      21              18                 20.07
simple gates                 23              23                 20.41
fa+ha+maj                     1               1                 1.715
flops                        14              14                 38.42
-- how the worst min path moves through the flow --
| stage | startpoint | endpoint | slack, ps | cells after the start |
|---|---|---|---|---|
| 4_1_cts | counter[0] | counter[0] | 460 | 1 |
| 5_1_grt | counter[0] | counter[0] | 490 | 1 |
| 6_report | counter[0] | counter[0] | 450 | 1 |
-- state kept, by name (all words and copies together), names as in the netlist --
signal / count
counter: 8
VotingHasNotStarted: 1
RegistrationHasEnded: 1
ballotBoxId: 2
AlreadyRegistered: 1
AlreadyVoted: 1
No activity file was given, so power comes from the tool's default toggle rates.
